==> flow/design.v <==
module ALUControl(
    input [2:0] ALUSrc,
    input [31:0] rs1Data, rs2Data, imm32, pc,
    output reg [31:0] op1, op2
);
always @(*) begin
    case (ALUSrc)
        0: begin   
            op1 = rs1Data;
            op2 = rs2Data;
        end
        1 : begin   
            op1 = rs1Data;
            op2 = imm32;
        end
        2: begin   
            op1 = pc;
            op2 = 4;
        end
        3: begin   
            op1 = 0;
            op2 = imm32;
        end
        4: begin   
            op1 = pc;
            op2 = imm32;
        end
        5: begin   
            op1 = rs1Data;
            op2 = {27'b0, imm32[4:0]};
        end
        default: begin
            op1 = 0;
            op2 = 0;
        end
    endcase
end
endmodule
==> flow/run.sh <==
#!/bin/bash
# OpenROAD 26Q1-2900-gdf79404cd8, Yosys 0.63+post, stock flow scripts
make -C /OpenROAD-flow-scripts/flow DESIGN_CONFIG=/design/flow/config.mk WORK_HOME=/design/flow/orfs finish
==> flow/config.mk <==
export PLATFORM = sky130hd
export DESIGN_NAME = ALUControl
export DESIGN_NICKNAME = ALUControl
export VERILOG_FILES = /design/flow/design.v
export SDC_FILE = /design/flow/constraint.sdc
export NUM_CORES = 4
export LEC_CHECK = 1
export CORE_AREA = 10 10 84 84
export DIE_AREA = 0 0 94 94
==> flow/constraint.sdc <==
current_design ALUControl

set clk_period 4.0
set clk_io_pct 0.2

create_clock -name clk0 -period $clk_period

set non_clock_inputs [all_inputs -no_clocks]
set_input_delay [expr $clk_period * $clk_io_pct] -clock clk0 $non_clock_inputs
set_output_delay [expr $clk_period * $clk_io_pct] -clock clk0 [all_outputs]
==> impl_metrics.json <==
{
  "status": "complete, no violations",
  "postCtsSetupBuffers": 0,
  "ys_types": 17,
  "drc": 0,
  "grt_overflow": 0,
  "grt_pass1_wl_um": 12200,
  "io_pins": 195,
  "firstDrtPassIters": 4,
  "syn_to_final_growth_pct": 140,
  "max_freq_ghz": 0.286,
  "netlist_area_sq_um": 1420,
  "worstMarginPinSlew_ps": 703,
  "dpl.hpwl_um": 6920,
  "ys_chip_area_sq_um": 1420,
  "relSlewSlack": 0.529,
  "cp_data_arrival_time_ps": 2700,
  "hold_ws_ps": 2520,
  "yosys_warnings": 1,
  "grt_usage": 0.173,
  "synth_top_cell_by_area": "o32ai_1",
  "powerDensity_nw_per_um2": 107,
  "port_buffers": 195,
  "fp_util": 0.272,
  "top_cells_by_area": "o32ai_1 20%, mux2i_1 19%, o2bb2ai_1 17%, nand2b_1 15%, inv_1 8.8%",
  "rsz0062_at_grt": "no",
  "setup-violations-final": 0,
  "ant_nets": 0,
  "drt-initial-drc-count": 93,
  "required_ps": 3200,
  "n_clock_buffer": 0,
  "num_antenna_cells": 0,
  "fin_cells": 446,
  "ys_seq_share": 0,
  "postCtsHoldBufs": 0,
  "antenna_found_initial": 0,
  "vias": 2177,
  "gp_congestion": 0.846,
  "crit_path_end_kind": "primary output",
  "cp-start-kind": "input pin",
  "wire_per_inst_um": 18.6,
  "drv_cap": 0,
  "path_class": "input pin to primary output",
  "final_area_sq_um": 3390,
  "seq_area_sq_um": 0,
  "viasPerCell": 4.88,
  "final_util": 0.652,
  "warning_count": 33,
  "fp.dieH_um": 94,
  "core_area_sq_um": 5200,
  "drive_gt1_frac": 0.0399,
  "grt_pass1_vias": 2219,
  "slew_viol_final": 0,
  "hold_viol_final": 0,
  "ys_cells": 194,
  "placementRows": 26,
  "power.leakage_nw": 1.37,
  "fin_setup_tns_ps": 0,
  "top_area_frac": 0.198,
  "min_from": "pc[20]",
  "dpl-instance-area_sq_um": 3390,
  "die_w_um": 94,
  "post-route-period-util": 0.875,
  "synthCells": 194,
  "seq_cells": 0,
  "avgSynthCellArea_sq_um": 7.29,
  "wl_um": 8280,
  "irDropWorstVdd_uv": 52.0,
  "grt_max_degree": 40,
  "min_period_ps": 3500,
  "holdCritPathClass": "input pin to primary output",
  "dp_cells": 446,
  "cts_resized": 0,
  "cp_max_fo": 17,
  "crit_start": "ALUSrc[0]",
  "nFillCells": 469,
  "die_area_sq_um": 8840
}
==> cell usage in the layout (no fill, tap or decap), drive strengths merged, types with 2 or more instances in the layout <==
cell type      instances
nor2b                  2
inv                   33
nor4b                  4
buf                   12
mux2i                 27
clkdlybuf4s50        194
o2bb2ai               27
a211o                  4
nand2b                33
o32ai                 32
and3b                  4
==> final timing paths <==
| path | end | slack [ps] | cells after the start |
|---|---|---|---|
| max | op1[8] | 500 | 5 |
| min | op1[20] | 2520 | 4 |
==> where the power goes <==
part           internal (W)  leakage [nW]  switching [W]
registers                 0             0              0
clock network             0             0              0
logic              0.000257          1.37       0.000108
total              0.000257          1.37       0.000108
==> Yosys cell counts <==
master,instances
a211o_1,4
inv_1,33
nor2b_1,2
o2bb2ai_1,27
buf_2,15
buf_6,5
xnor2_1,1
nor4_1,1
or2_1,1
nor4b_1,4
and3b_1,4
buf_4,1
clkbuf_1,3
mux2i_1,27
nand2b_1,33
o32ai_1,32
a221oi_1,1
==> critical path, cell delays in order <==
cell	delay [ps]
clkdlybuf4s50_1	450
nor2b_2	580
buf_4	330
o32ai_1	110
clkdlybuf4s50_1	430
==> through the flow <==
step / power, W / setup slack [ps]
2_1_floorplan: 0.000109 / 1770
3_3_place_gp: 0.000365 / 549
3_5_place_dp: 0.000367 / 503
4_1_cts: 0.000369 / 503
5_1_grt: 0.000396 / 352
6_report: 0.000364 / 498
==> kinds of logic after synthesis <==
family	Yosys count	synth area share
simple gates	45	0.213
xor+xnor	1	0.00619
buf+inv	57	0.194
compound gates	64	0.396
mux	27	0.191
==> layout make-up <==
type,count,area (sq um),area share
well taps,70,87.6,0.0258
repair buffers,206,2030,0.598
inverters,33,124,0.0365
multi-input cells,137,1150,0.340
==> layer usage <==
metal  wire length (um)  global-route usage  part of all wire
met1               3180               0.196              0.38
met2               3760               0.285              0.45
met3               1270               0.100              0.15
met4                 69              0.0139            0.0083
met5                  0                   0                 0
No activity file was given, so power comes from the tool's default toggle rates.
