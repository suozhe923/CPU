===== ./run.sh =====
#!/bin/bash
# OpenROAD 26Q1-2900-gdf79404cd8, Yosys 0.63+post, stock flow scripts
make -C /OpenROAD-flow-scripts/flow DESIGN_CONFIG=/design/flow/config.mk WORK_HOME=/design/flow/orfs finish

===== ./config.mk =====
export PLATFORM = sky130hd
export DESIGN_NAME = ALU
export DESIGN_NICKNAME = ALU
export VERILOG_FILES = /design/flow/design.v
export SDC_FILE = /design/flow/constraint.sdc
export NUM_CORES = 4
export LEC_CHECK = 1
export CORE_UTILIZATION = 50

===== ./constraint.sdc =====
current_design ALU

set clk_period 16.9
set clk_io_pct 0.2

create_clock -name clk0 -period $clk_period

set non_clock_inputs [all_inputs -no_clocks]
set_input_delay [expr $clk_period * $clk_io_pct] -clock clk0 $non_clock_inputs
set_output_delay [expr $clk_period * $clk_io_pct] -clock clk0 [all_outputs]

===== ./design.v =====
`timescale 1ns / 1ps
module ALU(
    input signed [31:0] op1, op2,
    input [3:0] ALUOp,
    output reg [31:0] ALUResult,
    output reg zero
);
always @(*) begin
    case (ALUOp)
        0: ALUResult = op1 + op2;   
        1: ALUResult = op1 - op2;   
        2: ALUResult = op1 << op2;   
        3: ALUResult = op1 >> op2;   
        4: ALUResult = op1 >>> op2;   
        5: ALUResult = op1 ^ op2;   
        6: ALUResult = op1 | op2;   
        7: ALUResult = op1 & op2;   
        8: ALUResult = (op1 == op2) ? 1 : 0;   
        9: ALUResult = (op1 != op2) ? 1 : 0;   
        10: ALUResult = (op1 < op2) ? 1 : 0;   
        11: ALUResult = (op1 >= op2) ? 1 : 0;   
        12: ALUResult = ($unsigned(op1) < $unsigned(op2)) ? 1 : 0;   
        13: ALUResult = ($unsigned(op1) >= $unsigned(op2)) ? 1 : 0;   
        default: ALUResult = 0;
    endcase
    zero = (ALUResult) ? 0 : 1;
end
endmodule

==> results.sh <==
# source this file to load flow results
export IMPL_antenna_cells=0
export IMPL_syn_cell_area_sq_mm=0.01101
export IMPL_p_comb_frac=1.000
export IMPL_post_route_min_period_ps=12840
export IMPL_end_kind="output pin"
export IMPL_dieArea_sq_mm=0.02263
export IMPL_powerDensity_mw_per_mm2=34.53
export IMPL_drc=0
export IMPL_cts_repair_resized=0
export IMPL_tns_ps=0
export IMPL_wire_per_inst_um=32.43
export IMPL_grt_max_degree=57
export IMPL_hold_class="in -> out"
export IMPL_syn_to_final_growth_pct=10.56
export IMPL_drt_pre_antenna_iters=9
export IMPL_ys_seq_share=0
export IMPL_cpPeakStageDelay_ps=670
export IMPL_critPathLaunchType="input port"
export IMPL_yosys_area_sq_mm=0.01101
export IMPL_grt_pass1_wl_um=86950
export IMPL_p_seq_frac=0
export IMPL_final_layout_top_logic_cells="nand2_1 (129), nor2_1 (108), a21oi_1 (105)"
export IMPL_hold_viol_final=0
export IMPL_vias=14170
export IMPL_fmax_ghz=0.07788
export IMPL_cts_hold_buf=0
export IMPL_dp_cells=1838
export IMPL_arrival_ps=9460
export IMPL_routed_wl_um=59610
export IMPL_synthCells=1546
export IMPL_coreArea_sq_mm=0.02129
export IMPL_rows=53
export IMPL_worst_slew_pin_slew_ps=1048
export IMPL_avgSynthCellArea_sq_um=7.124
export IMPL_seq_cells=0
export IMPL_slowest_stage="a221oi_1"
export IMPL_dp_hpwl_um=44590
export IMPL_ys_warn_count=1
export IMPL_required_ps=13520
export IMPL_path_class="in -> out"
export IMPL_netlist_cell_type_count=87
export IMPL_setup_viol=0
export IMPL_grt_antenna_before_repair=1
export IMPL_slew_headroom=0.3013
export IMPL_io_pins=101
export IMPL_slew_violations=0
export IMPL_n_fill_cell=1992
export IMPL_die_h_um=150.4
export IMPL_gp_congestion=1.156
export IMPL_clkPwrFrac=0
export IMPL_drive_above_1_share=0.1241
export IMPL_fin_cells=1838
export IMPL_drt_initial_drc_count=1883
export IMPL_power_switching_w=0.0002599
export IMPL_die_width_um=150.4
export IMPL_crit_fanout=37
export IMPL_status="completed"
export IMPL_ir_drop_mv=0.03431
export IMPL_viasPerCell=7.711
export IMPL_crit_path_cell_trace="clkdlybuf4s50_1, buf_4, inv_1, ha_1, or4_1, a211oi_1, or3_1, a221oi_1, o221ai_1, nand4_1, nand3_1, or4_1, nor4_1, nand4_1, nor3_2, clkdlybuf4s50_1"
export IMPL_rsz0062_at_grt="false"
export IMPL_p_int_w=0.0001606
export IMPL_grt_pass1_vias=13150
export IMPL_fp_util=0.5174
export IMPL_layout_top_cell="nand2_1"
export IMPL_portBuffers=101
export IMPL_switching_share=0.6180
export IMPL_p_leak_nw=4.859
export IMPL_post_cts_setup_buffers=0
export IMPL_warnings=100
export IMPL_flop_area_sq_um=0
export IMPL_grt_usage=0.5440
export IMPL_ys_cells=1546
export IMPL_fin_crit_sh=0.7598
export IMPL_final_core_util=0.5721
export IMPL_gr_total_overflow=0
export IMPL_ant_nets=0
export IMPL_clkbuf_count=0
export IMPL_maxCapViolations=0
==> per-layer routing <==
layer / share of wire / up-vias / global-route usage
li1: - / 5977 / -
met1: 0.35 / 6417 / 0.6767
met5: 0.0023 / - / 0.04773
met4: 0.075 / 6 / 0.2813
met2: 0.39 / 1441 / 0.7569
met3: 0.18 / 331 / 0.2866
==> power groups by stage <==
stage / combinational, W / sequential [W] / clock (W)
finish: 0.000421 / 0 / 0
global route: 0.000439 / 0 / 0
CTS: 0.000398 / 0 / 0
==> layout make-up <==
cell class / count / area (sq um) / share of cell area
inverter: 107 / 401.6 / 0.03298
multi-input combinational: 1295 / 9998 / 0.8210
tap: 275 / 344.1 / 0.02825
timing repair buffer: 161 / 1434 / 0.1177
==> through the flow <==
step	instance area, sq um	setup slack [ps]	power [W]	hold slack (ps)
after global routing	12180	3914	0.0004386	8105
after detailed placement	12180	4389	0.0003953	7981
final	12180	4060	0.0004205	8032
after floorplan	11010	5772	0.0002501	7051
after global placement	12180	4439	0.0003957	7984
after CTS	12180	4363	0.0003975	7990
==> synthesized netlist by cell type, drive strengths merged (16+ instances only) <==
cell type / count / area [sq um]
ha: 99 / 1239
buf: 45 / 242.7
a31oi: 27 / 168.9
clkbuf: 99 / 371.6
o211ai: 21 / 157.7
a21o: 17 / 127.6
nand2b: 18 / 112.6
nand4: 22 / 137.6
o21ai: 100 / 500.5
nor4: 26 / 168.9
nand3: 43 / 215.2
mux2: 29 / 326.6
nor2b: 20 / 125.1
mux4: 61 / 1374
a21oi: 105 / 525.5
nand2: 129 / 484.2
inv: 105 / 394.1
nor2: 108 / 405.4
xnor2: 16 / 140.1
nor3: 44 / 241.5
mux2i: 82 / 820.8
o22ai: 23 / 143.9
a211oi: 21 / 167.7
==> kinds of logic after synthesis <==
family | share of synthesized area
mux | 0.2289
xor+xnor | 0.01431
compound gates | 0.3284
fa+ha+maj | 0.1161
simple gates | 0.2200
buf+inv | 0.09224
==> path summary, 6_finish.rpt <==
| check | slack, ps | to | startpoint | cells past startpoint |
|---|---|---|---|---|
| setup / recovery | 4060 | zero | op2[4] | 16 |
| hold / removal | 8030 | ALUResult[21] | ALUOp[0] | 6 |
==> critical path, delay by kind of cell <==
kind	cells	cell delay (ps)
AND-OR/OR-AND	3	1160
adder cells (fa/ha/maj)	1	660
AND/OR/NAND/NOR	8	2400
buffers and inverters	4	1840
Power figures rest on the tool's default switching activity, not on a simulated workload.
