==> design/flow/design.v <==
module Decoder(
    input clk,
    input rst,
    input regWrite,     
    input [31:0] inst,         
    input [31:0] writeData,    
    output wire [31:0] rs1Data,     
    output wire [31:0] rs2Data,     
    output [31:0] imm32        
);
parameter R = 7'b0110011, I = 7'b0010011, L = 7'b0000011, S = 7'b0100011, B = 7'b1100011;
parameter J = 7'b1101111, I_jalr = 7'b1100111, U_lui = 7'b0110111, U_auipc = 7'b0010111, I_sys = 7'b1110011;
reg [31:0] registers [0:31];   
wire rs1;
assign rs1 = registers[1];  
immGen ig(inst, imm32);
assign rs1Data = registers[inst[19:15]];   
assign rs2Data = registers[inst[24:20]];
integer i;
always @(posedge clk or negedge rst) begin
    if (!rst) begin
        for (i = 0; i < 32; i = i + 1) begin
            registers[i] <= 32'b0;   
        end
    end
    else if (regWrite && (inst[11:7] != 5'b0)) begin
        registers[inst[11:7]] <= writeData;
    end
end
endmodule
module immGen(
    input [31:0] inst,
    output reg [31:0] imm
);
parameter R = 7'b0110011, I = 7'b0010011, L = 7'b0000011, S = 7'b0100011, B = 7'b1100011;
parameter J = 7'b1101111, I_jalr = 7'b1100111, U_lui = 7'b0110111, U_auipc = 7'b0010111, I_sys = 7'b1110011;
always @(*) begin
    case (inst[6:0])
        R: imm = 32'b0;
        I, L, I_jalr, I_sys: imm = { {20{inst[31]}}, inst[31:20] };
        S: imm = { {20{inst[31]}}, inst[31:25], inst[11:7] };
        B: imm = { {20{inst[31]}}, inst[7], inst[30:25], inst[11:8], 1'b0 };
        J: imm = { {12{inst[31]}}, inst[19:12], inst[20], inst[30:21], 1'b0 };
        U_lui, U_auipc: imm = { inst[31:12], 12'b0 };
        default: imm = 32'b0;
    endcase
end
endmodule
==> design/flow/run.sh <==
#!/bin/bash
# OpenROAD 26Q1-2900-gdf79404cd8, Yosys 0.63+post, stock flow scripts
make -C /OpenROAD-flow-scripts/flow DESIGN_CONFIG=/design/flow/config.mk WORK_HOME=/design/flow/orfs finish
==> design/flow/config.mk <==
export PLATFORM = sky130hd
export DESIGN_NAME = Decoder
export DESIGN_NICKNAME = Decoder
export VERILOG_FILES = /design/flow/design.v
export SDC_FILE = /design/flow/constraint.sdc
export NUM_CORES = 4
export LEC_CHECK = 1
export CORE_UTILIZATION = 40
==> design/flow/constraint.sdc <==
current_design Decoder

set clk_period 13.6
set clk_io_pct 0.2

create_clock -name clk0 -period $clk_period [get_ports {clk}]

set non_clock_inputs [all_inputs -no_clocks]
set_input_delay [expr $clk_period * $clk_io_pct] -clock clk0 $non_clock_inputs
set_output_delay [expr $clk_period * $clk_io_pct] -clock clk0 [all_outputs]
==> load_flow_metrics.sql <==
-- load yosys + openroad results
INSERT INTO impl_metrics (metric_group, metric, value, unit) VALUES
('final_timing', 'rsz0062_at_grt', 'no', ''),
('final_timing', 'report.final.hold_viol_count', '0', ''),
('floorplanning', 'floorplan.core_util', '40.52', '%'),
('final_timing', 'slew_limit_headroom', '24.18', '%'),
('final_timing', 'finalWorstPathRequiredPeriod', '10.08', 'ns'),
('power_and_ir_drop', 'net-switching-power', '2.434', 'mW'),
('routing', 'route.top_layer_used', 'met5', ''),
('routing', 'viasPerCell', '7.151', ''),
('synthesis', 'dominantRegCellSynth', 'sky130_fd_sc_hd__dfrtp_1', ''),
('worst_setup_path', 'critical_path_at', '7.36', 'ns'),
('worst_setup_path', 'timing.reg2reg.worst_path_depth', '1', ''),
('clock_tree', 'clock_latency', '0.75', 'ns'),
('final_timing', 'tightest_pin_transition', '1.135', 'ns'),
('power_and_ir_drop', 'combPwrFrac', '13.8', '%'),
('clock_tree', 'postCtsSetupRepairBufs', '0', ''),
('worst_setup_path', 'r2r_setup_slack', '12.70', 'ns'),
('worst_setup_path', 'critical_path.endpoint', 'rs1Data[10]', ''),
('synthesis', 'synth.yosys.seq_area_share', '50.10', '%'),
('routing', 'drcViolationCount', '0', ''),
('power_and_ir_drop', 'sequentialPowerShare', '49.2', '%'),
('final_timing', 'setup_viol', '0', ''),
('worst_setup_path', 'rr_startpoint', 'registers[21][9]', ''),
('synthesis', 'flip_flops_with_a_built_in_enable', '0', ''),
('flow_run', 'openroad.warnings', '29', ''),
('grt', 'antenna_violations_before_repair', '8', ''),
('synthesis', 'synthesis.area', '51150', 'um^2'),
('flow_run', 'max_cap_violations', '0', ''),
('clock_tree', 'path_clk_slew', '0.06', 'ns'),
('floorplanning', 'ioPinCount', '163', ''),
('grt', 'maximum_number_of_pins_on_one_net_before_global_route_repair', '127', ''),
('clock_tree', 'cts-root-buf', 'sky130_fd_sc_hd__clkbuf_16', ''),
('clock_tree', 'tritoncts_sink_count', '1024', ''),
('floorplanning', 'core.rowCount', '130', ''),
('finish', 'area_growth_syn_to_layout', '14.70', '%'),
('routing', 'detail_route.first_pass.iterations', '7', ''),
('power_and_ir_drop', 'power.leakage', '25.89', 'nW'),
('routing', 'postRouteWirelength', '252.3', 'mm'),
('finish', 'layout.core_utilization', '46.48', '%'),
('power_and_ir_drop', 'cell_internal_pwr', '6.063', 'mW'),
('place', 'portBuffers', '162', ''),
('routing', 'detailedRoute.firstIterationViolations', '5391', ''),
('synthesis', 'async_flop_share', '100.0', '%'),
('synthesis', 'synthDistinctLibCells', '65', ''),
('clock_tree', 'cts_tree', 'done', ''),
('clock_tree', 'max-clock-path-buffers', '3', ''),
('worst_setup_path', 'timing.critical_path.required', '10.88', 'ns'),
('power_and_ir_drop', 'power_per_cell_area', '144.8', 'nW/um^2'),
('worst_setup_path', 'path_cells', 'clkdlybuf4s50_1, buf_4, nand2b_1, nor2_4, buf_4, a22oi_1, and4_1, o2111a_1, a21oi_1, clkdlybuf4s50_1', ''),
('routing', 'routedLengthMet1', '87.62', 'mm'),
('final_timing', 'final.setup_skew', '0', 'ns'),
('worst_setup_path', 'maximum_cell_stage_delay_along_the_critical_path', '0.88', 'ns'),
('min_path', 'timing.hold.worst.class', 'register to register', ''),
('power_and_ir_drop', 'power', '8.496', 'mW'),
('synthesis', 'postSynthCellCount', '4449', ''),
('synthesis', 'synth_stat.cells', '4449', ''),
('worst_setup_path', 'path_class', 'primary input to primary output', ''),
('worst_setup_path', 'worstSetupEndpointType', 'primary output', ''),
('grt', 'grt_first_pass_wirelength', '349.5', 'mm'),
('worst_setup_path', 'cpLargestDelayFamily', 'buffers and inverters', ''),
('run_status', 'status', 'complete, no violations', ''),
('worst_setup_path', 'cp-start-kind', 'primary input', ''),
('routing', 'ant_nets', '0', ''),
('grt', 'grt_overflow', '0', ''),
('routing', 'routed_length_on_met2', '99.51', 'mm'),
('grt', 'total_grt_usage', '40.27', '%'),
('worst_setup_path', 'worstSetupStartpoint', 'inst[15]', ''),
('synthesis', 'ys_area', '51150', 'um^2'),
('clock_tree', 'clock_tree.htree_level_count', '3', ''),
('worst_setup_path', 'critical_path.reg2reg.endpoint', 'registers[21][9]', ''),
('routing', 'wl_per_cell', '40.62', 'um'),
('final_timing', 'timing.final.crit_share', '74.09', '%');
==> synthesized netlist by cell type, drive strengths merged (3+ instances only) <==
cell type / count / area [um^2]
a22o: 19 / 166.4
o21ai: 17 / 85.08
or3b: 5 / 43.80
or2: 7 / 43.80
mux2i: 10 / 100.1
dfrtp: 1024 / 25620
nor2: 176 / 706.9
o22ai: 4 / 25.02
nor3: 70 / 350.3
a221oi: 16 / 140.1
clkbuf: 218 / 818.3
and3: 8 / 50.05
and4: 4 / 35.03
or3: 5 / 31.28
nand4: 84 / 525.5
o2111ai: 3 / 26.28
a2111oi: 7 / 61.31
nor3b: 5 / 42.54
o21a: 3 / 22.52
nand3: 34 / 170.2
nor4: 50 / 325.3
nand2b: 16 / 100.1
buf: 248 / 1211
a21o: 20 / 150.1
a22oi: 873 / 6554
nand3b: 10 / 75.07
a32oi: 10 / 87.58
a31oi: 12 / 75.07
a21oi: 104 / 520.5
inv: 8 / 30.03
nor2b: 11 / 68.82
mux2: 997 / 11230
and2: 11 / 68.82
nand2: 319 / 1200
a222oi: 15 / 150.1
==> area by class of cell <==
class                   count  area, um^2
well taps                1650        2064
inverters                   8       30.03
repair buffers            359        3093
flip-flops and latches   1024       25620
multi-input cells        2951       24060
clock inverters            48       515.5
fillers                 11300       67560
clock buffers             153        3227
diodes                     19       47.55
==> layout by cell type, fill, tap and decap left out, drive strengths merged, types with 36 or more instances in the layout <==
master         count
nand4             84
clkdlybuf4s50    156
clkbuf           153
mux2             997
a22oi            873
clkinv            36
dfrtp           1024
nor2             176
nand2            319
a21oi            104
nor3              70
buf              203
nor4              50
==> layer usage <==
| layer | vias up | global-route usage, % |
|---|---|---|
| met4 | 14 | 22.48 |
| met2 | 4114 | 52.46 |
| li1 | 16870 | - |
| met5 | - | 1.776 |
| met3 | 1364 | 27.28 |
| met1 | 22060 | 49.83 |
==> stage by stage <==
step	area, um^2	std cells	worst slack (ns)	hold WS [ns]
finish	58670	6212	3.524	0.4001
global route	58620	6193	3.591	0.4131
CTS	58620	6193	3.835	0.4030
detailed placement	54880	5992	3.826	0.3887
global placement	54880	5992	3.820	0.3869
floorplan	51150	4449	6.768	0.4514
==> worst min-delay path by stage <==
stage | from | slack, ns | cells past startpoint | endpoint
4_1_cts | registers[0][23] | 0.40 | 0 | registers[0][23]
6_report | registers[0][23] | 0.40 | 0 | registers[0][23]
5_1_grt | registers[0][19] | 0.41 | 0 | registers[0][19]
==> cell families after synthesis <==
group | Yosys count | share of synthesized area [%]
multiplexers | 1007 | 22.15
flip-flops | 1024 | 50.10
buffers and inverters | 474 | 4.027
AND-OR/OR-AND | 1123 | 16.11
AND/OR/NAND/NOR | 821 | 7.611
==> power by group through the flow <==
stage	Combinational [mW]	Sequential [mW]	Clock [mW]
CTS	1.16	4.15	3.15
global route	1.25	4.24	3.27
finish	1.18	4.18	3.14
No activity file was given, so power comes from the tool's default toggle rates.
